## design/flow/config.mk

```make
export PLATFORM = sky130hd
export DESIGN_NAME = booth_multiplier
export DESIGN_NICKNAME = booth_multiplier
export VERILOG_FILES = /design/flow/design.v
export SDC_FILE = /design/flow/constraint.sdc
export NUM_CORES = 4
export LEC_CHECK = 1
export CORE_AREA = 10 10 77 77
export DIE_AREA = 0 0 87 87
```

## design/flow/constraint.sdc

```tcl
current_design booth_multiplier

set clk_period 6.2
set clk_io_pct 0.2

create_clock -name clk0 -period $clk_period

set non_clock_inputs [all_inputs -no_clocks]
set_input_delay [expr $clk_period * $clk_io_pct] -clock clk0 $non_clock_inputs
set_output_delay [expr $clk_period * $clk_io_pct] -clock clk0 [all_outputs]
```

## design/flow/design.v

```verilog
module booth_multiplier (X, Y, Z);
       input signed [3:0] X, Y;
       output signed [7:0] Z;
       reg signed [7:0] Z;
       reg [1:0] temp;
       integer i;
       reg E1;
       reg [3:0] Y1;
       always @ (X, Y)
       begin
       Z = 0;
       E1 = 0;
       for (i = 0; i < 4; i = i + 1)
       begin
       temp = {X[i], E1};
       Y1 = - Y;
       case (temp)
       2'd2 : Z [7 : 4] = Z [7 : 4] + Y;
       2'd1 : Z [7 : 4] = Z [7 : 4] + Y1;
       default : begin end
       endcase
       E1 = X[i];
       Z = Z >> 1;
       Z[7] = Z[6];
           end
			  Z=-Z;
			end
endmodule
```

## design/flow/run.sh

```bash
#!/bin/bash
# OpenROAD 26Q1-2900-gdf79404cd8, Yosys 0.63+post, stock flow scripts
make -C /OpenROAD-flow-scripts/flow DESIGN_CONFIG=/design/flow/config.mk WORK_HOME=/design/flow/orfs finish
```

==> impl_metrics.sql <==
-- physical implementation figures
INSERT INTO impl_metrics (metric_group, metric, value, unit) VALUES
('final_timing', 'holdWs', '3209', 'ps'),
('worst_setup_path', 'worst_path_cell_trace', 'buf_8, inv_4, ha_4, nand2b_4, xnor2_4, ha_4, nand3_4, and3_4, o2111a_2, nor4_4, inv_1, ha_4, xor2_2, nor2_1, a21oi_2, fa_1, nor2_2, a21oi_2, or3_4, or2b_1, mux2i_1, o21ai_1, buf_2', ''),
('detailed_routing', 'viasPerCell', '4.404', ''),
('layout', 'n_clock_buffer', '0', ''),
('status', 'status', 'finished with violations', ''),
('placed_design', 'port_buffers', '16', ''),
('detailed_routing', 'route.vias.total', '1013', ''),
('detailed_routing', 'dr.pass1.iters', '4', ''),
('final_timing', 'rsz0062_at_grt', 'yes', ''),
('layout', 'synthesis_to_layout_area_growth', '95.17', '%'),
('final_timing', 'period_used_share', '102.9', '%'),
('layout', 'drive_above_1_share', '60.11', '%'),
('grt', 'global_route.usage.total', '7.265', '%'),
('min_path', 'worst_hold_startpoint', 'X[0]', ''),
('final_timing', 'timing.final.setup_violations', '2', ''),
('power_and_ir_drop', 'vdd.ir_drop.worst', '0.1060', 'mV'),
('detailed_routing', 'postRouteAntennaNets', '0', ''),
('floorplan', 'die.size.y', '87', 'um'),
('layout', 'flop_area', '0', 'um2'),
('worst_setup_path', 'critical_path_class', 'in -> out', ''),
('placed_design', 'gp_congestion', '0.8425', ''),
('floorplan', 'top_level_ports', '16', ''),
('placed_design', 'dpl_cell_area', '1425', 'um2'),
('detailed_routing', 'route.detailed.drc', '0', ''),
('status', 'violations', 'negative setup slack', ''),
('logic_synthesis', 'number_of_cells_in_yosys_stat', '112', ''),
('worst_setup_path', 'critical-path-top-delay-family', 'simple AND/OR/NAND/NOR gates', ''),
('logic_synthesis', 'topCellsByArea', 'sky130_fd_sc_hd__ha_1 (20%), sky130_fd_sc_hd__xnor2_1 (9.9%), sky130_fd_sc_hd__fa_1 (6.8%)', ''),
('worst_setup_path', 'timing.critical_path.fanout_max', '3', ''),
('final_timing', 'worstMarginPinSlew', '585.3', 'ps'),
('layout', 'layout.cells.non_filler', '230', ''),
('grt', 'first_global_vias', '1077', ''),
('logic_synthesis', 'post-synth-top-area-cell', 'sky130_fd_sc_hd__ha_1', ''),
('worst_setup_path', 'critical_path.max_stage_delay', '450', 'ps'),
('logic_synthesis', 'synth.yosys.chip_area', '880.8', 'um2'),
('placed_design', 'preCtsSetupSlack', '-1019', 'ps'),
('grt', 'grt_antenna_before_repair', '0', ''),
('logic_synthesis', 'synth_warnings', '1', ''),
('detailed_routing', 'antenna_cells_inserted', '0', ''),
('logic_synthesis', 'syn_inst', '112', ''),
('logic_synthesis', 'synthDistinctLibCells', '37', ''),
('detailed_routing', 'avgRoutedWirePerCell', '11.16', 'um'),
('final_timing', 'final_critical_path_required_period', '6381', 'ps'),
('detailed_routing', 'route.final.wire_length', '2567', 'um'),
('run', 'drv.max_cap_violation_count', '0', ''),
('layout', 'finish.instance_area', '1719', 'um2'),
('final_timing', 'slew_headroom', '60.56', '%'),
('grt', 'largest_net_degree_at_the_start_of_global_routing', '10', ''),
('detailed_routing', 'detailedRoute.firstIterationViolations', '12', ''),
('floorplan', 'number_of_standard_cell_rows_in_the_floorplan', '24', ''),
('worst_setup_path', 'critical_path.most_common_cell', 'sky130_fd_sc_hd__ha_4', ''),
('power_and_ir_drop', 'cellLeakagePower', '0.7926', 'nW'),
('logic_synthesis', 'netlist.area_leader.share', '19.89', '%'),
('floorplan', 'dieWidth', '87', 'um'),
('layout', 'utilization', '39.48', '%'),
('final_timing', 'final.setup.worst_slack', '-180.7', 'ps'),
('final_timing', 'achievable-frequency', '0.1567', 'GHz'),
('worst_setup_path', 'critical-path-slowest-cell', 'sky130_fd_sc_hd__fa_1', ''),
('floorplan', 'fp_util', '20.23', '%'),
('run', 'warning_count', '34', ''),
('logic_synthesis', 'synth.yosys.seq_area_share', '0', '%'),
('min_path', 'min-delay-path-class', 'in -> out', ''),
('worst_setup_path', 'timing.critical_path.to_type', 'output port', ''),
('grt', 'grt_pass1_wl', '4733', 'um'),
('placed_design', 'detailedPlacementHpwl', '2032', 'um'),
('cts', 'cts.hold.buffers_added', '0', ''),
('layout', 'numSequentialCells', '0', ''),
('worst_setup_path', 'critPathBufInv', '4', ''),
('floorplan', 'coreArea', '4354', 'um2'),
('worst_setup_path', 'crit_path_start', 'Y[0]', ''),
('power_and_ir_drop', 'power_density', '181.4', 'nW/um2');
-- Yosys cell counts --
| library cell | count |
|---|---|
| sky130_fd_sc_hd__nor2_1 | 8 |
| sky130_fd_sc_hd__o21ai_1 | 1 |
| sky130_fd_sc_hd__nor4_4 | 1 |
| sky130_fd_sc_hd__nor2b_1 | 1 |
| sky130_fd_sc_hd__and3_2 | 2 |
| sky130_fd_sc_hd__nor4_1 | 1 |
| sky130_fd_sc_hd__a21o_1 | 2 |
| sky130_fd_sc_hd__nand2_1 | 7 |
| sky130_fd_sc_hd__or2b_1 | 2 |
| sky130_fd_sc_hd__mux2i_1 | 3 |
| sky130_fd_sc_hd__a211oi_1 | 1 |
| sky130_fd_sc_hd__xnor3_2 | 1 |
| sky130_fd_sc_hd__nand3_1 | 2 |
| sky130_fd_sc_hd__o31ai_4 | 1 |
| sky130_fd_sc_hd__a21boi_0 | 1 |
| sky130_fd_sc_hd__nor3b_1 | 1 |
| sky130_fd_sc_hd__and2_2 | 1 |
| sky130_fd_sc_hd__o21ai_0 | 4 |
| sky130_fd_sc_hd__buf_6 | 2 |
| sky130_fd_sc_hd__ha_1 | 14 |
| sky130_fd_sc_hd__nand2b_1 | 5 |
| sky130_fd_sc_hd__xor2_1 | 5 |
| sky130_fd_sc_hd__or2_2 | 1 |
| sky130_fd_sc_hd__and2_1 | 1 |
| sky130_fd_sc_hd__or3_1 | 1 |
| sky130_fd_sc_hd__a21oi_1 | 9 |
| sky130_fd_sc_hd__xnor2_1 | 10 |
| sky130_fd_sc_hd__o2111a_2 | 1 |
| sky130_fd_sc_hd__clkbuf_2 | 1 |
| sky130_fd_sc_hd__o31ai_1 | 2 |
| sky130_fd_sc_hd__a31oi_1 | 2 |
| sky130_fd_sc_hd__inv_1 | 11 |
| sky130_fd_sc_hd__fa_1 | 3 |
| sky130_fd_sc_hd__nor3b_2 | 1 |
| sky130_fd_sc_hd__o311ai_0 | 1 |
| sky130_fd_sc_hd__nor3_1 | 1 |
| sky130_fd_sc_hd__a211o_1 | 1 |
-- worst paths after layout --
path                   end  slack (ps)  depth (start not counted)
worst max-delay path  Z[6]        -180                         23
worst min-delay path  Z[7]        3210                          6
-- metal layers --
| layer | vias up | wire [um] | global-route usage [%] |
|---|---|---|---|
| met4 | 0 | 0 | 0 |
| met5 | - | 0 | 0 |
| met1 | 474 | 1214 | 9.405 |
| met2 | 11 | 1256 | 13.06 |
| met3 | 0 | 97 | 1.132 |
| li1 | 528 | - | - |
-- per-stage QoR --
stage | TNS [ps] | power [mW]
floorplan | 0 | 0.1370
finish | -224.3 | 0.3118
global route | -966.8 | 0.3493
global placement | -3510 | 0.2601
detailed placement | -3611 | 0.2607
CTS | -294.4 | 0.2955
-- logic make-up (layout without fill, tap and decap cells) --
family / count (synthesis) / after routing / share of synthesized area (%)
buffers and inverters: 14 / 80 / 7.812
AND-OR/OR-AND: 26 / 26 / 20.31
multiplexers: 3 / 3 / 3.409
adder cells (fa/ha/maj): 17 / 17 / 26.71
XOR/XNOR: 16 / 16 / 17.61
AND/OR/NAND/NOR: 36 / 36 / 24.15
-- cells in the final DEF (no fill, tap or decap), types with 2 or more instances in the layout --
cell type,Yosys,routed
sky130_fd_sc_hd__buf_4,0,51
sky130_fd_sc_hd__mux2i_1,3,3
sky130_fd_sc_hd__buf_2,0,3
sky130_fd_sc_hd__o21ai_0,4,3
sky130_fd_sc_hd__a21o_1,2,2
sky130_fd_sc_hd__ha_4,0,5
sky130_fd_sc_hd__o31ai_1,2,2
sky130_fd_sc_hd__dlygate4sd2_1,0,2
sky130_fd_sc_hd__nor2_2,0,3
sky130_fd_sc_hd__nor4_4,1,2
sky130_fd_sc_hd__nor2_1,8,5
sky130_fd_sc_hd__buf_8,0,2
sky130_fd_sc_hd__fa_1,3,2
sky130_fd_sc_hd__ha_1,14,6
sky130_fd_sc_hd__nand2b_4,0,2
sky130_fd_sc_hd__or2b_1,2,2
sky130_fd_sc_hd__buf_6,2,3
sky130_fd_sc_hd__a31oi_1,2,2
sky130_fd_sc_hd__xor2_2,0,2
sky130_fd_sc_hd__xnor2_1,10,6
sky130_fd_sc_hd__clkdlybuf4s50_1,0,6
sky130_fd_sc_hd__inv_4,0,2
sky130_fd_sc_hd__inv_1,11,8
sky130_fd_sc_hd__xnor2_2,0,3
sky130_fd_sc_hd__nand2_1,7,6
sky130_fd_sc_hd__a21oi_2,0,7
sky130_fd_sc_hd__xor2_1,5,3
sky130_fd_sc_hd__ha_2,0,3
sky130_fd_sc_hd__nand2b_1,5,3
-- power breakdown --
| group | internal, mW | switching, mW |
|---|---|---|
| clock network | 0 | 0 |
| registers | 0 | 0 |
| logic | 0.188 | 0.124 |
-- cell type report --
cell class                      count  area, um2
Tap cell                           52      65.06
Multi-Input combinational cell     98       1052
Timing Repair Buffer               69      555.5
Fill cell                         409       2635
Inverter                           11      46.29
-- timing repair --
action | in CTS | in global routing
setup endpoints to repair | 5 | 4
pin swaps | 26 | 16
setup buffers | 13 | 3
gates resized | 55 | 18
endpoints found under the hold margin | 0 | 0
Power and IR drop assume default switching activity.
