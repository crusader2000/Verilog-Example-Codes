`/design/flow/run.sh`:
```
#!/bin/bash
# OpenROAD 26Q1-2900-gdf79404cd8, Yosys 0.63+post, stock flow scripts
make -C /OpenROAD-flow-scripts/flow DESIGN_CONFIG=/design/flow/config.mk WORK_HOME=/design/flow/orfs finish
```
`/design/flow/config.mk`:
```
export PLATFORM = sky130hd
export DESIGN_NAME = serial_multiplier
export DESIGN_NICKNAME = serial_multiplier
export VERILOG_FILES = /design/flow/design.v
export SDC_FILE = /design/flow/constraint.sdc
export NUM_CORES = 4
export LEC_CHECK = 1
export CORE_AREA = 10 10 79 79
export DIE_AREA = 0 0 89 89
```
`/design/flow/constraint.sdc`:
```
current_design serial_multiplier

set clk_period 5.7
set clk_io_pct 0.2

create_clock -name clk0 -period $clk_period [get_ports {clk}]

set non_clock_inputs [all_inputs -no_clocks]
set_input_delay [expr $clk_period * $clk_io_pct] -clock clk0 $non_clock_inputs
set_output_delay [expr $clk_period * $clk_io_pct] -clock clk0 [all_outputs]
```
`/design/flow/design.v`:
```
module serial_multiplier(
	input [3:0] a,
	input [3:0] b,
	input clk,
	output reg [7:0] s,
	output reg [3:0] i
);
reg c1,c2,c3,c4;
reg s1,s2,s3,s4;
reg temp1,temp2,temp3,temp4;
initial begin
	s=0;
	i=0;
end
always @(posedge clk) begin
	if (i==7) begin
		s=0;
		i=0;
	end
	else begin
		if(i==0) begin
		s1=a[0]&b[0];
		c1=0;
		s2=a[1]&b[0];
		c2=0;
		s3=a[2]&b[0];
		c3=0;
		s4=a[3]&b[0];
		c4=0;		
		end
		else if(i<4) begin
		temp1=s1;
		s1=(a[0]&b[i])^temp1;
		c1=(a[0]&b[i])&temp1;
		temp2=s2;
		s2=(a[1]&b[i])^temp2^c1;
		c2=((a[1]&b[i])^temp2)&c1 | (a[1]&b[i])&temp2;
		temp3=s3;
		s3=(a[2]&b[i])^temp3^c2;
		c3=((a[2]&b[i])^temp3)&c2 | (a[2]&b[i])&temp3;
		temp4=s4;
		s4=(a[3]&b[i])^temp4^c3;
		c4=((a[3]&b[i])^temp4)&c3 | (a[3]&b[i])&temp4;
		end
		s[i]=s1;
		s1=s2;
		s2=s3;
		s3=s4;
		s4=c4;
		i=i+1;
	end
end
endmodule
```
==> results.json <==
{
  "leakagePower_nw": 0.513,
  "r2r_slack_ns": 2.57,
  "yosysSeqAreaShare_pct": 35.3,
  "drtIter0Drc": 68,
  "synthCells": 109,
  "hold_viol": 0,
  "dr.pass1.iters": 4,
  "grt_max_degree": 17,
  "ant_nets": 0,
  "antenna_cells": 0,
  "synth_top_flop_cell": "dfxtp_1",
  "critPathArrivalTime_ns": 3.83,
  "portBuffers": 20,
  "internal_power_mw": 0.172,
  "fin_area_mm2": 0.00131,
  "period_used_pct": 65.5,
  "synth_chip_area_mm2": 0.00102,
  "placed_area_mm2": 0.00126,
  "initial_utilization_pct": 21.9,
  "die_area_mm2": 0.00792,
  "wl_per_cell_um": 14.0,
  "p_per_area_mw_per_mm2": 165,
  "globalplace.congestion": 0.884,
  "synth_area_per_cell_um2": 9.37,
  "row_count": 25,
  "die-height_um": 89,
  "drive_above_1_share_pct": 5.47,
  "setup_viol": 0,
  "yosys_cells": 109,
  "syn_area_mm2": 0.00102,
  "grt_pass1_vias": 867,
  "switchingPower_mw": 0.0430,
  "vias": 885,
  "edf_count": 4,
  "synth.distinct_cells": 39,
  "clock.latency.late_pin_ns": 0.25,
  "power_frac_seq_pct": 54.1,
  "cts_tree": "done",
  "cts_buffers": 3,
  "irDropWorstVdd_uv": 130,
  "ys_warn_count": 1,
  "antenna_found_initial": 0,
  "drv_slew": 0,
  "grt_overflow_total": 0,
  "ff2ff_path_depth": 10,
  "max_cap_violations": 0,
  "post_cts_buffers": 0,
  "top_level_ports": 21,
  "area_growth_pct": 27.9,
  "fill_cells": 497,
  "crit_type": "input pin to register",
  "root_buffer": "clkbuf_8",
  "drt-total-wl_um": 2550,
  "period_minus_slack_ns": 3.73,
  "end_kind": "register",
  "logic_area_um2": 596,
  "finClkSkew_ns": 0.00159,
  "grt_pass1_wl_um": 4350,
  "critPathLaunchType": "input pin",
  "worstMarginPinSlew_ns": 0.583,
  "cts_resized": 0,
  "crit_fanout": 5,
  "pre_cts_ws_ns": 1.73,
  "vias_per_cell": 4.86,
  "path_clk_slew_ns": 0.06,
  "drcViolationCount": 0,
  "hpwl_um": 1870,
  "required_ns": 5.80,
  "power.share.switching_pct": 20.0,
  "fmax_mhz": 268,
  "ff_latch_area_um2": 360,
  "die_w_um": 89,
  "cts_hold_buffers": 0,
  "log.warning_count": 29,
  "async_flop_share_pct": 0,
  "pwr-share-clk_pct": 39.9,
  "outcome": "complete, no violations",
  "rsz0062_at_grt": "false",
  "pwr-share-comb_pct": 6.0,
  "setup_slack_ns": 1.97,
  "crit_end": "s3$_DFFE_PP_",
  "r2r_end": "s3$_DFFE_PP_",
  "hp-class": "register to register",
  "setup-tns-final_ns": 0,
  "htreeDepth": 1,
  "rr_startpoint": "i[0]$_SDFF_PN0_",
  "clock_path_buffers": 2,
  "synth_flop_count": 16,
  "startpoint": "b[0]",
  "grt_usage_pct": 6.90,
  "cts.sinks": 16,
  "core_mm2": 0.00466,
  "slew-limit-headroom_pct": 61.1
}
## final cells by class
class | count | share of cell area (%)
multi-input combinational | 78 | 45.6
inverter | 10 | 2.87
tap | 54 | 5.17
clock buffer | 3 | 3.16
sequential | 16 | 27.6
timing repair buffer | 20 | 15.3
clock inverter | 1 | 0.287
## worst min-delay path by stage
| stage | from | to | slack (ns) | cells after the start |
|---|---|---|---|---|
| final | s[7]$_SDFF_PN0_ | s[7]$_SDFF_PN0_ | 0.48 | 2 |
| after global routing | s[7]$_SDFF_PN0_ | s[7]$_SDFF_PN0_ | 0.53 | 2 |
| after CTS | s[7]$_SDFF_PN0_ | s[7]$_SDFF_PN0_ | 0.49 | 2 |
## layer usage
metal	wire length (um)	GRT usage, %	vias to the layer above
li1	-	-	447
met1	1190	9.97	408
met2	1070	9.64	28
met3	275	3.12	2
met4	9	0.578	0
met5	0	0	-
## critical path, stage by stage
cell	delay (ns)
clkdlybuf4s50_1	0.49
mux4_2	0.53
and2_1	0.18
ha_1	0.19
fa_1	0.35
inv_1	0.07
fa_1	0.17
fa_1	0.41
nor2_1	0.09
a31oi_1	0.05
o21ai_0	0.15
## logic make-up after synthesis
family	Yosys count	share of synthesized area, %
muxes	1	2.21
buffers and inverters	15	6.37
and+or+nand+nor	25	14.3
DFF	16	35.3
AOI/OAI and AO/OA	41	26.8
xor gates and xnor gates	2	1.72
adders and majority gates	9	13.2
## synth_stat cells, types with 2 or more instances
library cell  count  area (um2)
a21oi_1          15        75.1
dfxtp_1          12         240
inv_1            10        37.5
ha_1              6        75.1
o21ai_0           6        30.0
nand2_1           5        18.8
nor2_1            5        18.8
edfxtp_1          4         120
o41ai_1           4        35.0
a41o_1            3        30.0
and2_1            3        18.8
fa_1              3        60.1
o221ai_1          3        26.3
a21o_1            2        15.0
clkbuf_1          2        7.51
nand3_1           2        10.0
xor2_1            2        17.5
## state kept, by name, summed over array words and instances (netlist names)
signal and cells:
s 8, s1 1, s2 1, i 4
s4 1, s3 1
## placed cells by master (no fill, tap or decap), types with 2 or more instances in the layout
| cell type | count |
|---|---|
| clkdlybuf4s50_1 | 20 |
| a21oi_1 | 15 |
| dfxtp_1 | 12 |
| inv_1 | 10 |
| o21ai_0 | 6 |
| ha_1 | 6 |
| nand2_1 | 5 |
| nor2_1 | 5 |
| o41ai_1 | 4 |
| edfxtp_1 | 4 |
| and2_1 | 3 |
| o221ai_1 | 3 |
| a41o_1 | 3 |
| fa_1 | 3 |
| clkbuf_8 | 3 |
| nand3_1 | 2 |
| a21o_1 | 2 |
| xor2_1 | 2 |
## metrics by stage
step                hold WS, ns  cells  total power, mW  utilization [%]
floorplan                 0.442    109            0.124                -
global placement          0.486    178            0.132             27.1
detailed placement        0.482    178            0.132             27.1
CTS                       0.493    182            0.218             28.0
global route              0.527    182            0.225             28.0
finish                    0.484    182            0.215             28.0
## power groups by stage
stage | clock network (mW) | registers [mW] | logic, mW
CTS | 0.0889 | 0.116 | 0.0130
global route | 0.0947 | 0.116 | 0.0146
finish | 0.0858 | 0.116 | 0.0129
Power figures rest on the tool's default switching activity, not on a simulated workload.
