File: design.v
`timescale 1ns / 1ps
module full_adder(
	input a_i,
	input b_i,
	input c_i_1,
	output s_i,
	output c_i
	);
wire mid=a_i^b_i;
assign s_i=mid^c_i_1;
assign c_i=( mid & c_i_1 )|(a_i & b_i);
endmodule
module half_adder(
	input a_i,
	input b_i,
	output s_i,
	output c_i
	);
assign s_i=a_i^b_i;
assign c_i=a_i & b_i;
endmodule
module bit_4_carry_lookahead(
	input [3:0] a,
	input [3:0] b,
	input c_0,
	output [3:0] s,
	output c_4
	);
wire [3:0] g;
wire [3:0] p;
wire c_1;
wire c_2;
wire c_3;
assign g[0]= a[0] & b[0];
assign g[1]= a[1] & b[1];
assign g[2]= a[2] & b[2];
assign g[3]= a[3] & b[3];
assign p[0]= a[0] ^ b[0];
assign p[1]= a[1] ^ b[1];
assign p[2]= a[2] ^ b[2];
assign p[3]= a[3] ^ b[3];
assign s[0]= p[0] ^ c_0;
assign c_1= (c_0 & p[0]) | g[0];
assign s[1]= p[1] ^ c_1;
assign c_2= (c_1 & p[1]) | g[1];
assign s[2]= p[2] ^ c_2;
assign c_3= (c_2 & p[2]) | g[2];
assign s[3]= p[3] ^ c_3;
assign c_4= (c_3 & p[3]) | g[3];	
endmodule
module wallace_tree(
	input [3:0] x,
	input [3:0] y,
	output [7:0] s,
	output c_8
	);
wire [7:0] a;
wire [7:0] b;
wire c_0;
wire c_4;
assign c_0=0;
assign a[0] = x[0] & y[0];
assign b[0] = 0;
assign a[1] = x[1] & y[0];
assign b[1] = x[0] & y[1];
half_adder qx8(x[2]& y[0], x[1] & y[1],a[2],b[3]);
assign b[2] = x[0] & y[2];
wire temp1,temp2;
full_adder qx1(x[3]&y[0],x[2]&y[1],x[1] &y[2],temp1,temp2);
half_adder qx2(temp1,x[0]&y[3],a[3],b[4]);
wire temp3,temp4;
full_adder qx3(x[3]&y[1],x[2]&y[2],x[1]&y[3],temp3,temp4);
half_adder qx4(temp3,temp2,a[4],b[5]);
wire temp5,temp6;
half_adder qx5(x[3]&y[2],x[2]&y[3],temp5,temp6);
half_adder qx6(temp5,temp4,a[5],b[6]);
half_adder qx7(x[3]&y[3],temp6,a[6],b[7]);
assign a[7]=0;
bit_4_carry_lookahead ux1(a[3:0],b[3:0],c_0,s[3:0],c_4);
bit_4_carry_lookahead ux2(a[7:4],b[7:4],c_4,s[7:4],c_8);
endmodule
File: run.sh
#!/bin/bash
# OpenROAD 26Q1-2900-gdf79404cd8, Yosys 0.63+post, stock flow scripts
make -C /OpenROAD-flow-scripts/flow DESIGN_CONFIG=/design/flow/config.mk WORK_HOME=/design/flow/orfs finish
File: config.mk
export PLATFORM = sky130hd
export DESIGN_NAME = wallace_tree
export DESIGN_NICKNAME = wallace_tree
export VERILOG_FILES = /design/flow/design.v
export SDC_FILE = /design/flow/constraint.sdc
export NUM_CORES = 4
export LEC_CHECK = 1
export CORE_AREA = 10 10 70 70
export DIE_AREA = 0 0 80 80
File: constraint.sdc
current_design wallace_tree

set clk_period 3.9
set clk_io_pct 0.2

create_clock -name clk0 -period $clk_period

set non_clock_inputs [all_inputs -no_clocks]
set_input_delay [expr $clk_period * $clk_io_pct] -clock clk0 $non_clock_inputs
set_output_delay [expr $clk_period * $clk_io_pct] -clock clk0 [all_outputs]
==> Slide: Implementation Results <==
Key Metrics from the Run

Route
  • Top layer in use: met3
  • Post-DRT Antenna Nets: 0
  • Vias per cell: 3.11
  • Met2 Routed Length: 279 microns
  • Total vias in the final route: 345
  • Drc violations: 0
  • 1st-pass router iterations: 2
  • Antenna Diode Count: 0
  • Met3 wire length: 143 microns
  • Metal-1 WL: 509 microns
  • Wire length per cell after detailed routing: 8.40 microns
  • Total wire length: 932 microns
  • Drt first-iter violations: 8

Clocking
  • Setup bufs post-CTS: 0
  • Number of buffers added to fix hold violations after cts: 0

Placed design
  • Placed wire-length estimate after detailed placement: 839 microns
  • Tally of buffers added on design ports: 17
  • Total placed instance area: 649 sq um
  • Placer's final routability congestion estimate: 0.817
  • Number of placed instances, taps included: 111

Global routing
  • Antenna violations before repair: 0
  • First-pass GRT wire length: 1630 microns
  • Global route overflow: 0
  • Global routing usage summed across all routing layers: 3.00%
  • Maximum number of pins on one net before global-route repair: 5
  • Number of global-route vias before repair: 367

Synthesis
  • Distinct lib cells used: 5
  • Cell count in the Yosys report: 46
  • Register area share after synthesis: 0%
  • Syn Area/Cell: 8.40 sq um
  • Synthesized instance count: 46
  • Yosys warning total: 0
  • Dominant cells by area after synthesis: sky130_fd_sc_hd__fa_1 36%, sky130_fd_sc_hd__ha_1 26%, sky130_fd_sc_hd__and2_1 19%, sky130_fd_sc_hd__inv_1 15%, sky130_fd_sc_hd__nand2_1 3.9%
  • Area leader share: 36.2%
  • Synthesized cell area: 387 sq um
  • Biggest area consumer among synthesized cells: sky130_fd_sc_hd__fa_1
  • Synthesis area per yosys: 387 sq um

Setup path
  • Worst endpoint required time: 3.12 ns
  • Worst path arrival time: 3.42 ns
  • Kind of launch point of the worst setup path: input pin
  • Critical path peak fanout: 4
  • CP endpoint: s[6]
  • Crit. Startpoint: x[2]
  • Worst setup EP type: primary output
  • Category of the most critical setup path: in2out

Cells and area
  • Count of clock-net buffers in the final layout: 0
  • Storage element area: 0 sq um
  • Share of final-layout standard cells stronger than drive strength 1: 46.2%
  • Final cell count without fillers: 111
  • Total non-filler cell area in the finished layout: 706 sq um
  • Area Overhead vs Synth: 82.5%
  • Seq_cells: 0

Run status
  • Status: finished, violations left
  • Failing checks: setup timing

Final timing
  • Unrepaired setup endpoints after global routing: true
  • Final count of negative-setup-slack endpoints: 3
  • Worst Setup Slack, final: -0.297 ns
  • Period utilization: 108%
  • Worst Tran Pin Value: 0.120 ns
  • Aggregate negative setup slack: -0.698 ns
  • Number of failing hold endpoints at the final stage: 0
  • Worst slew margin relative to its limit: 92.0%
  • Count of pins over their slew limit: 0
  • Upper clock frequency limit: 238 MHz
  • Fin crit period: 4.20 ns

Die
  • Area of the core: 3420 sq um
  • Horizontal die dimension: 80 microns
  • Number of primary I/O pins: 17
  • Row Count: 21
  • Die area: 6400 sq um
  • Height of the die: 80 microns
  • Core Util at FP: 11.3%

Power
  • Total power after layout: 0.0000840 W
  • Maximum resistive drop on vdd: 0.0303 mV
  • Reported leakage power: 0.330 nW
  • Power density normalized to cell area: 119 nW/um^2

Worst hold path
  • Worst min-delay path category: in2out

Job
  • OpenROAD warning count: 34
  • Max_cap viols: 0
metal layers:
metal | track usage [%] | up-vias
met2 | 3.53 | 15
met4 | 0 | 0
met1 | 4.86 | 161
met3 | 1.48 | 0
met5 | 0 | -
li1 | - | 169
where the power goes:
part           switching [W]  leakage (nW)  internal [W]  total [W]
sequential                 0             0             0          0
combinational      0.0000337         0.330     0.0000503  0.0000840
clock                      0             0             0          0
worst min path at each step:
stage | start | end | slack, ns | cells after the start
finish | x[3] | s[7] | 2.18 | 5
global route | x[3] | s[7] | 2.24 | 5
CTS | x[3] | c_8 | 2.21 | 5
per-stage QoR:
step | utilization (%) | hold slack, ns | worst slack [ns]
3_5_place_dp | 19.0 | 2.61 | -1.11
5_1_grt | 20.7 | 2.24 | -0.356
3_3_place_gp | 19.0 | 2.60 | -1.11
4_1_cts | 19.6 | 2.21 | -0.404
6_report | 20.7 | 2.18 | -0.297
2_1_floorplan | - | 1.63 | 0.00649
timing repair:
| item | in CTS | in global routing |
|---|---|---|
| pin swaps | 10 | 9 |
| endpoints found under the setup margin | 6 | 4 |
| resized | 56 | 11 |
cells in the final DEF (no fill, tap or decap), drive strengths merged:
| cell type | instances |
|---|---|
| inv | 15 |
| and2 | 12 |
| buf | 12 |
| ha | 8 |
| fa | 7 |
| clkdlybuf4s50 | 4 |
| nand2 | 4 |
| dlygate4sd2 | 2 |
| clkdlybuf4s15 | 1 |
area by class of cell:
class                           instances  area, sq um
Timing Repair Buffer                   19          184
Fill cell                             390         2710
Multi-Input combinational cell         31          408
Tap cell                               46         57.6
Inverter                               15         56.3
logic make-up after synthesis:
family	after synthesis	synth area share, %
AND/OR/NAND/NOR	16	23.3
adder cells (fa/ha/maj)	15	62.1
buffers and inverters	15	14.6
synth_stat cells (all sizes together):
| library cell | count |
|---|---|
| and2 | 12 |
| inv | 15 |
| nand2 | 4 |
| ha | 8 |
| fa | 7 |
worst max-delay path, stage by stage:
cell	delay (ns)
sky130_fd_sc_hd__buf_8	0.08
sky130_fd_sc_hd__nand2_4	0.05
sky130_fd_sc_hd__fa_1	0.55
sky130_fd_sc_hd__inv_2	0.05
sky130_fd_sc_hd__ha_4	0.25
sky130_fd_sc_hd__inv_2	0.03
sky130_fd_sc_hd__fa_2	0.32
sky130_fd_sc_hd__fa_2	0.35
sky130_fd_sc_hd__fa_2	0.34
sky130_fd_sc_hd__inv_2	0.07
sky130_fd_sc_hd__fa_2	0.43
sky130_fd_sc_hd__buf_2	0.12
No activity file was given, so power comes from the tool's default toggle rates.
